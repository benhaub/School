==> /design/flow/design.v <==
module Computational_unit(
	input sync_reset, clk, i_sel, y_sel, x_sel,
	input [3:0] nibble_ir, source_sel, i_pins, dm,
	input [8:0] reg_en,
	output reg [3:0] o_reg, data_bus, i,
	output reg r_eq_0,
	output reg [3:0] x0, x1, y0, y1, r, m,
	output reg [7:0] from_CU,
	output reg zero_flag
);
reg alu_out_eq_0;
reg [3:0] x, y, alu_out, i_d;
reg [7:0] alu_ms, alu_ls;
always @ *
	case(source_sel)
		4'H00:	data_bus = x0;
		4'H01:	data_bus = x1;
		4'H02:	data_bus = y0;
		4'H03:	data_bus = y1;
		4'H04:	data_bus = r;
		4'H05:	data_bus = m;
		4'H06:	data_bus = i;
		4'H07:	data_bus = dm;
		4'H08:	data_bus = nibble_ir;
		4'H9:		data_bus = i_pins;
		default:	data_bus = 4'H00;  
	endcase
always
	from_CU = 8'H00;
always
	zero_flag = alu_out_eq_0;
always @(posedge clk)
	if(reg_en[0])
		x0 = data_bus;
	else
		x0 = x0;
always @(posedge clk)
	if(reg_en[1])
		x1 = data_bus;
	else
		x1 = x1;
always @ *
	if(x_sel)
		x = x1;
	else  
		x = x0;
always @(posedge clk)
	if(reg_en[2])
		y0 = data_bus;
	else
		y0 = y0;
always @(posedge clk)
	if(reg_en[3])
		y1 = data_bus;
	else
		y1 = y1;
always @ *
	if(y_sel)
		y = y1;
	else
		y = y0;
always @(posedge clk)
	if(reg_en[4])
		r = alu_out;
	else
		r = r;
always @(posedge clk)
	if(reg_en[4])
		r_eq_0 = alu_out_eq_0;
	else
		r_eq_0 = r_eq_0;
always @(posedge clk)
	if(reg_en[5])
		m = data_bus;
	else
		m = m;
always @ *
	if(i_sel)
		i_d = m + i;
	else  
		i_d = data_bus;
always @(posedge clk)
	if(reg_en[6])
		i = i_d;
	else
		i = i;
always @(posedge clk)
	if(reg_en[8])
		o_reg = data_bus;
	else
		o_reg = o_reg;
always @ *
	if(sync_reset)
		alu_out = 4'H0;
	else if(reg_en[4] && nibble_ir[3:0] == 4'b0000)
		alu_out = (~x + 1'b1);
	else if(reg_en[4] && nibble_ir[3:0] == 4'b1000)
		alu_out = r;
	else if(reg_en[4] && nibble_ir[2:0] == 3'b001)
		alu_out = x - y;
	else if(reg_en[4] && nibble_ir[2:0] == 3'b010)
		alu_out = x + y;
	else if(reg_en[4] && nibble_ir[2:0] == 3'b011) begin
		alu_ms = x * y;
		alu_out = alu_ms[7:4];
	end
	else if(reg_en[4] && nibble_ir[2:0] == 3'b100) begin
		alu_ls = x * y;  
		alu_out = alu_ls[3:0];
	end
	else if(reg_en[4] && nibble_ir[2:0] == 3'b101)
		alu_out = x ^ y;
	else if(reg_en[4] && nibble_ir[2:0] == 3'b110)
		alu_out = x & y;
	else if(reg_en[4] && nibble_ir[3:0] == 4'b0111)
		alu_out = ~x;
	else if(reg_en[4] && nibble_ir[3:0] == 4'b1111)
		alu_out = r;
	else
		alu_out = r;
always @ *  
	if(sync_reset)
		alu_out_eq_0 = 1'b1;
	else if (nibble_ir[3:0] == 4'h8 || nibble_ir[3:0] == 4'hF)
		alu_out_eq_0 = r_eq_0;
	else if (alu_out == 4'h0)
		alu_out_eq_0 = 1'b1;
	else
		alu_out_eq_0 = 1'b0;
endmodule
==> /design/flow/run.sh <==
#!/bin/bash
# OpenROAD 26Q1-2900-gdf79404cd8, Yosys 0.63+post, stock flow scripts
make -C /OpenROAD-flow-scripts/flow DESIGN_CONFIG=/design/flow/config.mk WORK_HOME=/design/flow/orfs finish
==> /design/flow/config.mk <==
export PLATFORM = sky130hd
export DESIGN_NAME = Computational_unit
export DESIGN_NICKNAME = Computational_unit
export VERILOG_FILES = /design/flow/design.v
export SDC_FILE = /design/flow/constraint.sdc
export NUM_CORES = 4
export LEC_CHECK = 1
export CORE_UTILIZATION = 50
==> /design/flow/constraint.sdc <==
current_design Computational_unit

set clk_period 7.5
set clk_io_pct 0.2

create_clock -name clk0 -period $clk_period [get_ports {clk}]

set non_clock_inputs [all_inputs -no_clocks]
set_input_delay [expr $clk_period * $clk_io_pct] -clock clk0 $non_clock_inputs
set_output_delay [expr $clk_period * $clk_io_pct] -clock clk0 [all_outputs]
==> CHANGELOG.md <==
## Flow update

- Result of the run: finished clean
- Max incr delay on CP: 0.56 ns
- RSZ-0062 raised after global routing: no
- Logic cell area: 1790 µm²
- Flops & latches, synth: 33
- Overflow after GRT: 0
- Clock root cell: sky130_fd_sc_hd__clkbuf_8
- Final core area utilization: 69.9%
- Clock Sink Count: 33
- First-pass DRT Iterations: 5
- Half-perimeter wire length after placement: 6060 µm
- Total track usage: 28.0%
- First-pass GRT wire length: 12600 µm
- Final RePlAce weighted congestion: 0.982
- Synthesized area per cell: 9.69 µm²
- Clock-pin transition on the worst setup and hold timing paths: 0.07 ns
- Seq share, synth: 33.3%
- Placeable core region: 5610 µm²
- Final routed DRC violation total: 0
- Final standard cell area without fillers: 3920 µm²
- Max-slew violation count: 0
- Hold-fix buffer count after cts: 0
- Cell count after placement: 453
- Chip area estimate from yosys synthesis: 2980 µm²
- Worst Setup Slack post-DPL: -0.0786 ns
- Effective utilization at floorplan: 53.1%
- Number of levels in the clock H-tree: 2
- Clock tree from TritonCTS: built
- Worst hold slack: 0.668 ns
- Cell area power density: 169 nW/µm²
- Post-synthesis to final-layout area growth: 31.8%
- Cycle use final: 94.3%
- Total area of sequential cells: 991 µm²
- Share of post-route cells with drive strength above 1: 12.9%
- IO Port Bufs: 66
- Number of rows created at floorplan: 27
- Post-layout power: 662 µW
- Peak Freq: 141 MHz
- Commonest cells after routing, fill and taps aside: sky130_fd_sc_hd__clkdlybuf4s50_1 (64), sky130_fd_sc_hd__edfxtp_1 (33), sky130_fd_sc_hd__nor2_1 (29)
- Hold WC Path Type: reg -> reg
- CTS Buffer Depth: 2
- Number of antenna violations at the first check in global routing: 0
- Crit path kind: in -> out
- Die outline height: 79.1 µm
- Total number of vias: 2582
- Final ANT Viol Nets: 0
- Number of warnings in the stage logs: 30
- Largest net degree at the start of global routing: 33
- Number of post-CTS setup repair buffers: 0
- Synthesis warning total: 1
- Arrival time worst endpoint: 5.57 ns
- Startpoint Class: input port
- Critical Path Sink Type: output pin
- Reported leakage power: 1.60 nW
- Cell Type Count: 55
- Sum of negative setup slack: 0 ns
- Number of flops mapped to enable cells by yosys: 33
- # Cells Yosys: 307
- Post-layout minimum cycle time: 7.07 ns
- Number of standard cells after synthesis: 307
- Measured slew at the worst slew-check pin: 0.754 ns
- Slowest cell on the critical path: sky130_fd_sc_hd__fa_1
- Crit path DRT: 6.00 ns
- CP Cell Sequence: clkbuf_2 > mux2i_1 > inv_1 > nand2_1 > fa_1 > inv_1 > fa_1 > inv_1 > fa_1 > nand2b_1 > a21oi_1 > mux2i_1 > o311ai_0 > and4b_4 > o21bai_1 > o311ai_2 > clkdlybuf4s50_1
- Dominant Register Cell: sky130_fd_sc_hd__edfxtp_1
- Cell area reported after detailed placement: 3810 µm²
- Final setup skew: 0.00637 ns
- Non-filler instance count after layout: 461
- Wire length per cell: 17.0 µm
- Num CTS Buffers: 5
- Minimum setup slack in the final design: 0.426 ns
- Synthesized cell area: 2980 µm²
- Number of global-route vias before repair: 2561
- Maximum resistive drop on vdd: 166 µV
- Count of buffering cells on the critical path with inverters included: 5
- Die area: 6260 µm²
- Final setup violating endpoints: 0
- I/O pin count: 76
- Latest clock arrival within the worst-skew pair: 0.28 ns
- Number of maximum-capacitance constraint violations: 0
- DRT iter0 DRCs: 147
- Post-DR vias/cell: 5.60
- Proportion of synthesized flip-flops having asynchronous set or reset: 0%
- Diodes inserted: 0
- Post-detailed-routing wire length: 7830 µm
- Maximum fanout along the worst path: 4
- Hold violation count in the final report: 0
- Relative slew slack: 49.6%
- Most frequently placed logic cell in the final layout: sky130_fd_sc_hd__clkdlybuf4s50_1
- Delay-heaviest family, CP: adder cells
- Count of fill cells added during filler insertion: 427
- Horiz. Die Dim: 79.1 µm
[worst paths after layout]
| kind | cells after the start | slack, ns | start | to |
|---|---|---|---|---|
| max | 17 | 0.43 | y_sel | zero_flag |
| min | 2 | 0.67 | r_eq_0 | r_eq_0 |
| max reg2reg | 15 | 3.48 | y1[3] | r_eq_0 |
| min reg2reg | 2 | 0.67 | r_eq_0 | r_eq_0 |
[worst min-delay path, delay by kind of cell, from the launching register on]
family,cells,cell delay (ns)
AOI/OAI and AO/OA,2,0.20
DFF,1,0.35
[where the power goes]
group / internal, mW / switching (mW)
registers: 0.227 / 0.0162
logic: 0.135 / 0.117
clock network: 0.0993 / 0.0667
[cells in the mapped netlist, types with 8 or more instances]
cell / number / area (µm²)
sky130_fd_sc_hd__nand2b_1: 10 / 62.6
sky130_fd_sc_hd__nand2_1: 17 / 63.8
sky130_fd_sc_hd__ha_1: 23 / 288
sky130_fd_sc_hd__a21oi_1: 13 / 65.1
sky130_fd_sc_hd__nor3b_1: 8 / 60.1
sky130_fd_sc_hd__mux2i_1: 15 / 150
sky130_fd_sc_hd__nor2_1: 29 / 109
sky130_fd_sc_hd__buf_4: 9 / 67.6
sky130_fd_sc_hd__inv_1: 22 / 82.6
sky130_fd_sc_hd__o21ai_0: 16 / 80.1
sky130_fd_sc_hd__edfxtp_1: 33 / 991
sky130_fd_sc_hd__clkbuf_1: 10 / 37.5
[per-layer routing]
| layer | routed length, µm | part of all wire (%) | GRT usage [%] |
|---|---|---|---|
| met1 | 3320 | 42 | 42.3 |
| met2 | 3850 | 49 | 44.7 |
| met3 | 512 | 6.5 | 5.25 |
| met4 | 150 | 1.9 | 5.82 |
| met5 | 0 | 0 | 0 |
[layout make-up]
cell class                 count  share of cell area, %
clock buffer                   5                   1.75
inverter                      22                   2.11
timing repair buffer          93                   21.8
clock inverter                 3                   1.18
multi-input combinational    233                   45.6
tap                           72                   2.30
sequential                    33                   25.3
[what timing repair did]
action                                  4_1_cts  5_1_grt
endpoints found under the setup margin        1        1
pin swaps                                     0        0
gates resized                                 3        4
[logic make-up after synthesis]
kind of cell	share of synthesized area, %
buffers and inverters	7.70
DFF	33.3
adders and majority gates	14.4
and+or+nand+nor	16.4
other	0.126
xor gates and xnor gates	2.94
muxes	9.67
AOI/OAI and AO/OA	15.4
Power is estimated from default activity; no workload was simulated.
