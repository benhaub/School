## flow/constraint.sdc

```tcl
current_design program_sequencer

set clk_period 2.9
set clk_io_pct 0.2

create_clock -name clk0 -period $clk_period [get_ports {clk}]

set non_clock_inputs [all_inputs -no_clocks]
set_input_delay [expr $clk_period * $clk_io_pct] -clock clk0 $non_clock_inputs
set_output_delay [expr $clk_period * $clk_io_pct] -clock clk0 [all_outputs]
```

## flow/design.v

```verilog
module program_sequencer(
	input clk, sync_reset, jmp, jmp_nz, dont_jmp,
	input [3:0] jmp_addr,
	input [7:0] pm_address,
	output reg [7:0] pm_addr,
	output reg [7:0] pc,
	output reg [7:0] from_PS
);
reg [7:0] pc_out;
always @(posedge clk)
	pc_out = pm_addr;
always
	pc = pc_out;
always
	from_PS = 8'H00;
always @ *
	if(sync_reset == 1'b1)
		pm_addr = 8'b0;
	else if(jmp == 1'b1)
		pm_addr = {jmp_addr, 4'H0};
	else if((jmp_nz == 1'b1) && (dont_jmp == 1'b0))
		pm_addr = {jmp_addr, 4'H0};
	else
		pm_addr = pc_out + 8'b1;
endmodule
```

## flow/config.mk

```make
export PLATFORM = sky130hd
export DESIGN_NAME = program_sequencer
export DESIGN_NICKNAME = program_sequencer
export VERILOG_FILES = /design/flow/design.v
export SDC_FILE = /design/flow/constraint.sdc
export NUM_CORES = 4
export LEC_CHECK = 1
export CORE_AREA = 10 10 70 70
export DIE_AREA = 0 0 80 80
```

## flow/run.sh

```bash
#!/bin/bash
# OpenROAD 26Q1-2900-gdf79404cd8, Yosys 0.63+post, stock flow scripts
make -C /OpenROAD-flow-scripts/flow DESIGN_CONFIG=/design/flow/config.mk WORK_HOME=/design/flow/orfs finish
```

==> flow_summary.ini <==
; flow metrics
[layout]
layout_top_cell = clkdlybuf4s50_1
fill_cells = 381
fin_area_um2 = 726.9
layout_top_cells = clkdlybuf4s50_1 (24), conb_1 (8), dfxtp_1 (7)
largest_register_ffs = 8
logic_area_um2 = 237.7
fin_cells = 122
flop_area_um2 = 161.4
area_growth_pct = 66.48
drive_gt1_share_pct = 7.895

[global_route]
grt_pass1_vias = 437
antenna_found_initial = 0
grt_max_degree = 9
grt-ovfl-total = 0
grt_pass1_wl_um = 2311
grt.total_usage_pct = 4.550

[worst_setup_path]
r2r_start = pc_out[1]$_DFF_P_
path_buffers = 2
max_stage_delay_ps = 540
worstRegToRegCells = 4
cp_max_fo = 6
path_cells = clkdlybuf4s50_1 -> nand2b_1 -> and2_1 -> a311oi_1 -> clkdlybuf4s50_1
cp-end-kind = output port
reg2reg_to = pc_out[6]$_DFF_P_
crit_family = buffers and inverters
critPathRequiredTime_ps = 2320
r2r_slack_ps = 1460
cpMaxStageDelayCell = clkdlybuf4s50_1
arrival_ps = 2260
critPathLaunchType = input pin
path_class = in -> out
path_common_cell = clkdlybuf4s50_1

[final_timing]
post-route-min-period_ps = 2838
setup_violations = 0
clock.fmax_ghz = 0.3524
timing.final.ws_setup_ps = 62.05
finClkSkew_ps = 4.141
final_hold_viol_count = 0
drv_slew = 0
post-route-period-util_pct = 97.86
fin_tns_setup_ps = 0
rsz0062_at_grt = yes
whs_ps = 505.1

[place]
dp_slack_ps = 45.18
gp_congestion = 0.7940
placed_area_um2 = 696.9
dp.cells = 119
hpwl_um = 1184
io_buffer_count = 24

[run_status]
status = finished, final reports clean

[worst_hold_path]
min_path_cells = 1
min_from = pc_out[0]$_DFF_P_
hp-class = reg -> reg
holdPathEnd = pc_out[0]$_DFF_P_

[flow_run]
drv_cap = 0
warning_count = 34

[clock_network]
cts_buffer_depth = 2
worstSkewPairLatency_ps = 250
cts.clk_slew.worst_paths_ps = 50
cts_buffers = 3
htree_levels = 1
cts_root_buffer = clkbuf_4
cts_tree = done
clock_sinks = 8
holdBufCountCts = 0

[floorplanning]
dieArea_mm2 = 0.006400
io_pins = 41
die_h_um = 80
fp.dieW_um = 80
fp_util_pct = 12.78
row_count = 21
fp.coreArea_mm2 = 0.003416

[drt]
vias = 419
wl_um = 1424
via_per_inst = 3.434
drt-initial-drc-count = 13
wl_per_cell_um = 11.67
first_pass_iters = 4
antenna_cells = 0
drtAntennaViolNets = 0
drc = 0

[synthesis]
synthesis.area_um2 = 436.7
postSynthAreaPerCell_um2 = 8.562
synth_stat.cells = 51
synthesis.instances = 51
ys.flops = 8
ys_seq_share_pct = 36.68
synth_cell_types = 20
ys_area_um2 = 436.7
ys_warn_count = 1

[pwr]
max-vdd-ir-drop_v = 0.0002517
p_leak_nw = 0.2575
p_per_area_mw_per_mm2 = 348.2
## stage by stage
step	power (mW)	util, %
after global routing	0.2698	21.28
final	0.2531	21.28
after global placement	0.1717	20.40
after CTS	0.2554	21.06
after detailed placement	0.1714	20.40
after floorplan	0.1417	-
## cell families after synthesis
family | after synthesis | synth area share, %
and+or+nand+nor | 16 | 21.49
AOI/OAI and AO/OA | 11 | 15.76
buffers and inverters | 11 | 16.33
DFF | 8 | 36.68
xor gates and xnor gates | 3 | 6.018
adders and majority gates | 1 | 2.865
other | 1 | 0.8588
## worst max path at each step
stage	slack [ps]	cells after the start	startpoint	to
CTS	50	5	dont_jmp	pm_addr[6]
global route	-30	5	dont_jmp	pm_addr[4]
finish	60	5	dont_jmp	pm_addr[5]
## final cells by class
class	instances	share of cell area, %
Timing Repair Buffer	24	33.05
Multi-Input combinational cell	39	32.70
Sequential cell	8	22.20
Tap cell	46	7.917
Clock buffer	3	3.098
Inverter	2	1.033
## report_power, final
part	total (mW)	switching, mW	leakage, nW	internal [mW]
clock network	0.0839	0.0366	0.0138	0.0473
logic	0.0474	0.0152	0.178	0.0322
registers	0.122	0.00601	0.0661	0.116
total	0.253	0.0578	0.257	0.195
## Yosys cell counts (all sizes together)
cell type	number	share of area, %
a21oi	4	4.6
xnor2	1	2.0
nand3	4	4.6
or3	3	4.3
dfxtp	8	37
inv	2	1.7
nand2	2	1.7
buf	9	15
and2	1	1.4
o21ai	3	3.4
nor3b	1	1.7
ha	1	2.9
nand2b	1	1.4
xor2	2	4.0
nor3	3	3.4
nand4	1	2.9
conb	1	0.86
a311oi	3	6.0
a211oi	1	1.7
## per-layer routing
layer / up-vias / share of wire [%] / GRT usage [%]
met5: - / 0 / 0
met4: 0 / 0 / 0.1761
met3: 0 / 18 / 3.750
met2: 27 / 34 / 5.457
met1: 175 / 48 / 6.292
li1: 217 / - / -
## repair_timing
item                                   in CTS  in global routing
buffers inserted                            0                  0
setup endpoints to repair                   0                  6
endpoints found under the hold margin       0                  0
resized                                     0                  2
Power figures rest on the tool's default switching activity, not on a simulated workload.
