<file path="/design/flow/config.mk">
export PLATFORM = sky130hd
export DESIGN_NAME = Instruction_decoder
export DESIGN_NICKNAME = Instruction_decoder
export VERILOG_FILES = /design/flow/design.v
export SDC_FILE = /design/flow/constraint.sdc
export NUM_CORES = 4
export LEC_CHECK = 1
export CORE_AREA = 10 10 74 74
export DIE_AREA = 0 0 84 84
</file>
<file path="/design/flow/constraint.sdc">
current_design Instruction_decoder

set clk_period 1.9
set clk_io_pct 0.2

create_clock -name clk0 -period $clk_period [get_ports {clk}]

set non_clock_inputs [all_inputs -no_clocks]
set_input_delay [expr $clk_period * $clk_io_pct] -clock clk0 $non_clock_inputs
set_output_delay [expr $clk_period * $clk_io_pct] -clock clk0 [all_outputs]
</file>
<file path="/design/flow/design.v">
module Instruction_decoder(
	input [7:0] next_instr,
	input sync_reset, clk,
	output reg jmp, jmp_nz, i_sel, y_sel, x_sel,
	output reg [3:0] ir_nibble, source_sel,
	output reg [8:0] reg_en,
	output reg [7:0] ir,
	output reg [7:0] from_ID,
	output reg NOPC8, NOPCF, NOPD8, NOPDF
);
always @(posedge clk)
	ir = next_instr;
always
	ir_nibble = ir[3:0];
always
	from_ID = 8'H00;
always @ * begin
	if(ir == 8'HC8)
		NOPC8 = 1'b1;
	else
		NOPC8 = 1'b0;
	if(ir == 8'HCF)
		NOPCF = 1'b1;
	else
		NOPCF = 1'b0;
	if(ir == 8'HD8)
		NOPD8 = 1'b1;
	else
		NOPD8 = 1'b0;
	if(ir == 8'HDF)
		NOPDF = 1'b1;
	else
		NOPDF = 1'b0;
end
always @ *
	if(sync_reset == 1'b1)
		reg_en[0] = 1'b1;
	else if((ir[7] == 1'b0) && (ir[6:4] == 3'd0))
		reg_en[0] = 1'b1;
	else if((ir[7:6] == 2'b10) && (ir[5:3] == 3'd0))
		reg_en[0] = 1'b1;
	else
		reg_en[0] = 1'b0;
always @ *
	if(sync_reset == 1'b1)
		reg_en[1] = 1'b1;
	else if((ir[7] == 1'b0) && (ir[6:4] == 3'd1))
		reg_en[1] = 1'b1;
	else if((ir[7:6] == 2'b10) && (ir[5:3] == 3'd1))
		reg_en[1] = 1'b1;
	else
		reg_en[1] = 1'b0;
always @ *
	if(sync_reset == 1'b1)
		reg_en[2] = 1'b1;
	else if((ir[7] == 1'b0) && (ir[6:4] == 3'd2))
		reg_en[2] = 1'b1;
	else if((ir[7:6] == 2'b10) && (ir[5:3] == 3'd2))
		reg_en[2] = 1'b1;
	else
		reg_en[2] = 1'b0;
always @ *
	if(sync_reset == 1'b1)
		reg_en[3] = 1'b1;
	else if((ir[7] == 1'b0) && (ir[6:4] == 3'd3))
		reg_en[3] = 1'b1;
	else if((ir[7:6] == 2'b10) && (ir[5:3] == 3'd3))
		reg_en[3] = 1'b1;
	else
		reg_en[3] = 1'b0;
always @ *
	if(sync_reset == 1'b1)
		reg_en[8] = 1'b1;
	else if(ir[7:4] == 4'b0100)
		reg_en[8] = 1'b1;
	else if(ir[7:3] == 5'b10100)
		reg_en[8] = 1'b1;
	else
		reg_en[8] = 1'b0;
always @ *
	if(sync_reset == 1'b1)
		reg_en[4] = 1'b1;
	else if(ir[7:5] == 3'b110)
		reg_en[4] = 1'b1;
	else
		reg_en[4] = 1'b0;
always @ *
	if(sync_reset == 1'b1)
		reg_en[5] = 1'b1;
	else if((ir[7] == 1'b0) && (ir[6:4] == 3'd5))
		reg_en[5] = 1'b1;
	else if((ir[7:6] == 2'b10) && (ir[5:3] == 3'd5))
		reg_en[5] = 1'b1;
	else
		reg_en[5] = 1'b0;
always @ *
	if(sync_reset == 1'b1)
		reg_en[6] = 1'b1;
	else if(ir[7:4] == 4'H6 || ir[7:4] == 4'H7)
		reg_en[6] = 1'b1;
	else if(ir[7:6] == 2'b10)
		if(ir[5:3] == 3'H6)
			reg_en[6] = 1'b1;
		else if(ir[5:3] == 3'H7)
			reg_en[6] = 1'b1;
		else if(ir[2:0] == 3'H7)
			reg_en[6] = 1'b1;
		else
			reg_en[6] = 1'b0;
	else
		reg_en[6] = 1'b0;
always @ *
	if(sync_reset == 1'b1)
		reg_en[7] = 1'b1;
	else if((ir[7] == 1'b0) && (ir[6:4] == 3'd7))
		reg_en[7] = 1'b1;
	else if((ir[7:6] == 2'b10) && (ir[5:3] == 3'd7))
		reg_en[7] = 1'b1;
	else
		reg_en[7] = 1'b0;
always @ *
	if(sync_reset)
	  source_sel = 4'd10;
	else if(ir[7] == 1'b0)
		source_sel = 4'd8;
	else if((ir[5:3] == 4'd4) && (ir[2:0] == 4'd4))
		source_sel = 4'd4;
	else if(ir[5:3] == ir[2:0])
		source_sel = 4'd9;
	else
		source_sel = {1'b0, ir[2:0]};
always @ *
	if(sync_reset == 1'b1)
		i_sel = 1'b0;
	else if(ir == 8'b10110111)
		i_sel = 1'b0;
	else if(ir[7:6] == 2'b10)
		if(ir[5:3] == 3'b111 || ir[2:0] == 3'b111)
			i_sel = 1'b1;	
		else
			i_sel = 1'b0;
	else if(ir[7] == 1'b0)
		if(ir[6:4] == 3'b111)
			i_sel = 1'b1;
		else
			i_sel = 1'b0;
	else
		i_sel = 1'b0;
always @ *		
	if(sync_reset == 1'b1)
		x_sel = 1'b0;
	else if(ir[7:5] == 3'b110)
		if(ir[4] == 1'b0)
			x_sel = 1'b0;
		else
			x_sel = 1'b1;
	else
		x_sel = x_sel;
always @ *
	if(sync_reset == 1'b1)
		y_sel = 1'b0;
	else if(ir[7:5] == 3'b110)
		if(ir[2:0] == 3'b000 || ir[2:0] == 3'b111)
			y_sel = 1'b0;
		else if(ir[3] == 1'b1)
			y_sel = 1'b1;
		else
			y_sel = 1'b0;
	else
		y_sel = y_sel;
always @ *
	if(sync_reset == 1'b1)
	  jmp = 1'b0;
	else if(ir[7:4] == 4'b1110)
		jmp = 1'b1;
	else
		jmp = 1'b0;
always @ *
	if(sync_reset == 1'b1)
	  jmp_nz = 1'b0;
	else if(ir[7:4] == 4'b1111)
		jmp_nz = 1'b1;
	else
		jmp_nz = 1'b0;
endmodule
</file>
<file path="/design/flow/run.sh">
#!/bin/bash
# OpenROAD 26Q1-2900-gdf79404cd8, Yosys 0.63+post, stock flow scripts
make -C /OpenROAD-flow-scripts/flow DESIGN_CONFIG=/design/flow/config.mk WORK_HOME=/design/flow/orfs finish
</file>
==> flow_metrics.env <==
# source this file to load flow results
export IMPL_final_cell_mix="25 x sky130_fd_sc_hd__clkdlybuf4s50_1, 17 x sky130_fd_sc_hd__buf_4, 10 x sky130_fd_sc_hd__dlygate4sd2_1"
export IMPL_grt_antenna_before_repair=0
export IMPL_top_level_ports=52
export IMPL_tool_warnings=27
export IMPL_grtUsageTotal=0.0694
export IMPL_share_comb_of_total_power=0.335
export IMPL_fp_dieW_um=84
export IMPL_violations="setup timing"
export IMPL_multi_input_comb_area_um2=483
export IMPL_lay_top_count="sky130_fd_sc_hd__clkdlybuf4s50_1"
export IMPL_yosysWarnings=1
export IMPL_critPathLaunchType="flip-flop"
export IMPL_viasPerCell=4.06
export IMPL_seq_area_um2=210
export IMPL_first_global_vias=830
export IMPL_unclocked_pins=2
export IMPL_power_per_cell_area_nw_per_um2=414
export IMPL_timing_max_transition_violations_final=0
export IMPL_floorplan_die_height_um=84
export IMPL_global_route_overflow_total=0
export IMPL_yosys_stat_cells=100
export IMPL_timing_critical_path_arrival_ps=1590
export IMPL_critical_path_max_stage_delay_ps=460
export IMPL_grt_use_met3=0.0305
export IMPL_number_of_buffers_added_on_ports=43
export IMPL_max_cap_violations=0
export IMPL_hold_path_startpoint="next_instr[3]"
export IMPL_grt_first_pass_wirelength_um=4280
export IMPL_critical_path_top_delay_family="buffers and inverters"
export IMPL_route_detailed_wl_per_inst_um=13.0
export IMPL_ys_top_cells_by_area="sky130_fd_sc_hd__dfxtp_1 21%, sky130_fd_sc_hd__buf_4 15%, sky130_fd_sc_hd__nor2b_1 4.1%, sky130_fd_sc_hd__dlxtn_1 4.0%, sky130_fd_sc_hd__nand3_1 4.0%"
export IMPL_fmax_mhz=508
export IMPL_required_ps=1520
export IMPL_drt_antenna_violating_nets=0
export IMPL_synth_top_cell_by_area="sky130_fd_sc_hd__dfxtp_1"
export IMPL_tritoncts_num_buffers=3
export IMPL_edff_count_synth=0
export IMPL_deepest_clock_path_buffer_count=2
export IMPL_yosys_stat_chipArea_um2=756
export IMPL_place_detailed_hpwl_um=2140
export IMPL_post_route_worst_setup_slack_ps=-66.9
export IMPL_power_report_internal_total_mw=0.442
export IMPL_floorplan_core_util=0.190
export IMPL_tritoncts="done"
export IMPL_critical_path_cell_chain="buf_4 -> nor4_2 -> o311a_1 -> clkdlybuf4s50_1"
export IMPL_crit_slowest_cell="sky130_fd_sc_hd__clkdlybuf4s50_1"
export IMPL_share_clk_of_total_power=0.330
export IMPL_crit_type="flip-flop to output pin"
export IMPL_netlist_cell_type_count=41
export IMPL_post_synth_instance_area_um2=756
export IMPL_hold_class="primary input to flip-flop"
export IMPL_ratio_of_cells_with_drive_above_1_in_the_final_layout=0.342
export IMPL_vdd_ir_drop_max_v=0.000354
export IMPL_power_leakage_nw=0.679
export IMPL_synthDominantCellAreaShare=0.212
export IMPL_clk_root_buffer_cell="sky130_fd_sc_hd__clkbuf_8"
export IMPL_total_power_mw=0.586
export IMPL_detail_route_antenna_diodes=0
export IMPL_gp_congestion=0.807
export IMPL_timing_final_crit_share=1.04
export IMPL_grt_start_max_net_pins=11
export IMPL_drt_iter0_drc=50
export IMPL_postCtsHoldBufs=0
export IMPL_grt_busiest_layer="met2"
export IMPL_ys_flop_type="sky130_fd_sc_hd__dfxtp_1"
export IMPL_p_seq_frac=0.335
export IMPL_cts_htree_levels=1
export IMPL_worstHoldPathCells=1
export IMPL_crit_path_end_kind="output pin"
export IMPL_detailedRoute_firstPassIterationCount=4
export IMPL_layout_stage_area_growth_over_the_synthesis_result_pct=87.4
export IMPL_setup_repair_after_global_routing_missed_its_margin="yes"
export IMPL_setup_violations_final=1
export IMPL_post_synth_cell_area_avg_um2=7.56
export IMPL_final_hold_worst_slack_ps=592
export IMPL_synth_async_sr_flop_share=0
export IMPL_period_needed_ps=1970
export IMPL_status="finished with violations"
export IMPL_number_of_core_rows=23
export IMPL_fillCellCount=414
export IMPL_final_report_hold_violation_count=0
export IMPL_critical_path_buf_inv_count=2
export IMPL_core_area_um2=3970
export IMPL_drc=0
export IMPL_syn_inst=100
export IMPL_switchingPower_mw=0.145
export IMPL_postSynthRegisterBits=10
export IMPL_untimed_endpoints=4
export IMPL_globalRouteMet1Util=0.0957
export IMPL_vias=821
export IMPL_critical_path_peak_fanout=6
export IMPL_chipArea_um2=7060
export IMPL_postRouteWirelength_um=2620
export IMPL_path_clk_slew_ps=40
export IMPL_whs_endpoint="ir[3]"
export IMPL_netSwitchingFraction=0.246
export IMPL_globalRouteMet2Util=0.101
-- per-layer routing --
| layer | wire (um) | up-vias |
|---|---|---|
| met5 | 0 | - |
| met4 | 0 | 0 |
| met3 | 219 | 0 |
| met2 | 1130 | 30 |
| met1 | 1270 | 368 |
| li1 | - | 423 |
-- worst max-delay path by stage --
stage,from,end,slack [ps],cells after the start
CTS,ir[5],source_sel[2],-130,4
global route,ir[5],source_sel[0],-150,4
finish,ir[4],source_sel[0],-70,4
-- through the flow --
stage | std cells | TNS (ps) | setup WS [ps] | area, um^2 | utilization
final | 202 | -66.9 | -66.9 | 1420 | 0.357
after global routing | 202 | -316 | -148 | 1420 | 0.357
after CTS | 199 | -270 | -127 | 1360 | 0.342
after detailed placement | 195 | -2750 | -300 | 1260 | 0.318
after global placement | 195 | -2370 | -279 | 1260 | 0.318
after floorplan | 107 | 0 | 530 | 782 | -
-- Yosys cell counts, types with 2 or more instances --
master / n
sky130_fd_sc_hd__nand2b_1: 2
sky130_fd_sc_hd__buf_4: 15
sky130_fd_sc_hd__buf_2: 5
sky130_fd_sc_hd__dfxtp_1: 8
sky130_fd_sc_hd__inv_1: 3
sky130_fd_sc_hd__o21ai_0: 6
sky130_fd_sc_hd__nand2_1: 6
sky130_fd_sc_hd__and3_1: 2
sky130_fd_sc_hd__nor2_1: 5
sky130_fd_sc_hd__xor2_1: 3
sky130_fd_sc_hd__dlxtn_1: 2
sky130_fd_sc_hd__a21oi_1: 4
sky130_fd_sc_hd__nand3_1: 6
sky130_fd_sc_hd__nor2b_1: 5
sky130_fd_sc_hd__a31oi_1: 2
-- layout make-up --
class,count,area share
Timing Repair Buffer,64,0.425
Sequential cell,10,0.148
Tap cell,50,0.0442
Inverter,4,0.0124
Multi-Input combinational cell,71,0.341
Clock buffer,3,0.0292
-- kinds of logic (layout without fill, tap and decap cells) --
family,count (synthesis),count (layout),synth area share
xor+xnor,3,3,0.0348
buf+inv,26,71,0.222
other cells,1,8,0.00496
flops,8,8,0.212
latches,2,2,0.0397
compound gates,20,20,0.169
simple gates,39,39,0.305
mux,1,1,0.0132
-- flip-flops by register name (all words and copies together) (netlist names) --
name   flops
ir         8
x_sel      1
y_sel      1
-- power groups by stage --
stage     clock network (mW)  logic [mW]  registers, mW
4_1_cts                0.199       0.191          0.195
5_1_grt                0.213       0.220          0.198
6_report               0.193       0.196          0.196
-- repair_timing --
action | in CTS | in global routing
pin swaps | 4 | 4
setup buffers | 1 | 3
resized | 43 | 18
endpoints found under the setup margin | 20 | 9
Power figures rest on the tool's default switching activity, not on a simulated workload.
